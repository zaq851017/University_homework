<file path="run.sh">
#!/bin/bash
# OpenROAD 26Q1-2900-gdf79404cd8, Yosys 0.63+post, stock flow scripts
make -C /OpenROAD-flow-scripts/flow DESIGN_CONFIG=/design/flow/config.mk WORK_HOME=/design/flow/orfs finish
</file>
<file path="config.mk">
export PLATFORM = sky130hd
export DESIGN_NAME = SeqMultiplier
export DESIGN_NICKNAME = SeqMultiplier
export VERILOG_FILES = /design/flow/design.v
export SDC_FILE = /design/flow/constraint.sdc
export NUM_CORES = 4
export LEC_CHECK = 1
export CORE_UTILIZATION = 30
</file>
<file path="constraint.sdc">
current_design SeqMultiplier

set clk_period 3.8
set clk_io_pct 0.2

create_clock -name clk0 -period $clk_period [get_ports {clk}]

set non_clock_inputs [all_inputs -no_clocks]
set_input_delay [expr $clk_period * $clk_io_pct] -clock clk0 $non_clock_inputs
set_output_delay [expr $clk_period * $clk_io_pct] -clock clk0 [all_outputs]
</file>
<file path="design.v">
`timescale 1ns / 1ps
module SeqMultiplier(
input wire clk,
input wire enable,
input wire [7:0] A,
input wire [7:0] B,
output wire [15:0] C
    );
reg [7:0] Bmul;
reg [15:0] Cmul;
assign C=Cmul;
always@(posedge clk) 
begin 
	if(enable==0)
		begin
			Cmul=0;
			Bmul=B;
		end
	else if(Bmul)
			begin 
			Cmul=Cmul<<1;
			if(Bmul[7]==1)
				Cmul=Cmul+A;
			Bmul=Bmul<<1;
			end
end			
endmodule
</file>
==> flow_summary_export.csv <==
group,metric,value,unit
routing,dr.pass1.iters,6,
placed_design,place_hpwl,2220,µm
placed_design,placed_area,0.00180,mm²
clocking,cts_hold_buffers,0,
global_route,grt_pass1_vias,1250,
timing,setup_tns,0,ps
run,cap_violations,0,
routing,first_iter_violations,74,
pwr,internal-power,0.000537,W
routing,postRouteAntennaNets,0,
yosys,logic_family,"AND-OR/OR-AND gates",
layout,layout-drive-gt1-share,0.0874,
yosys,yosys.cell_types.count,40,
yosys,yosysChipArea,0.00143,mm²
pwr,swShare,0.269,
global_route,grt_max_degree,26,
clocking,cts_max_path_buffers,2,
pwr,power_leakage,0.682,nW
yosys,compound_area_frac,0.209,
global_route,grt_overflow,0,
placed_design,portBuffers,33,
critical_path,crit_arrival,2880,ps
timing,relSlewSlack,0.464,
timing,drv_slew,0,
clocking,numCtsBuffers,3,
clocking,cts_root_buf,"clkbuf_8",
timing,fmax,372,MHz
critical_path,crit_type,"in -> reg",
clocking,postCtsSetupBuffers,0,
clocking,insertion_delay,270,ps
routing,met1_length,1550,µm
floorplan,die_y,71.1,µm
global_route,antenna_found_initial,0,
routing,wl_met3,137,µm
clocking,ctsResizeCount,0,
pwr,powerDensity,393,mW/mm²
floorplan,chipArea,0.00506,mm²
global_route,grt_pass1_wl,5700,µm
yosys,synth_warnings,1,
critical_path,start_kind,"primary input",
yosys,syn_area,0.00143,mm²
layout,most-common-layout-cells,"33 x clkdlybuf4s50_1, 16 x dfxtp_1, 15 x nor2_1",
global_route,grt_usage,0.142,
pwr,pwr-share-clk,0.308,
floorplan,core-area,0.00447,mm²
yosys,synth_seq_share,0.391,
timing,finalCritPeriodShare,0.707,
layout,area_growth,30.4,%
yosys,ys_sh_simple,0.153,
layout,utilization,0.418,
critical_path,cp-end-kind,"flip-flop",
yosys,synthCells,153,
timing,min_period,2690,ps
pwr,ir_worst_vdd,0.146,mV
yosys,yosys_cells,153,
outcome,status,"finished, final reports clean",
pwr,pwr-share-seq,0.442,
routing,drc,0,
timing,finalHoldViolations,0,
timing,whs,491,ps
yosys,syn_area_per_cell,9.37,µm²
timing,fin_skew,1.79,ps
routing,drt-total-wl,3180,µm
routing,vias,1255,
min_path,hold_path_class,"reg -> reg",
floorplan,fp_util,0.320,
timing,rsz0062_at_grt,"false",
yosys,numSynthFlops,24,
clocking,clk_pin_slew,90,ps
pwr,p_switching,0.000197,W
routing,wl_met2,1450,µm
critical_path,r2r_slack,1590,ps
clocking,cts.sinks,24,
run,warnings,25,
clocking,cts_tree,"done",
placed_design,routabilityCongestion,0.791,
yosys,ys_sh_xor,0.0550,
clocking,htree_levels,1,
floorplan,chipWidth,71.1,µm
routing,viasPerCell,5.34,
layout,fillerInstances,434,
timing,setup_viol,0,
timing,tightest_slew,802,ps
routing,antenna-diode-count,0,
critical_path,cp.required,3990,ps
routing,routed.top_layer,"met4",
floorplan,ios,34,
pwr,comb_power_share,0.250,
yosys,mux_share,0.0829,
routing,wire_per_inst,13.5,µm
layout,final_area,0.00187,mm²
yosys,adder_share,0.0750,
critical_path,crit_path_max_fanout,5,
layout,layout.cells.most_common,"clkdlybuf4s50_1",
floorplan,num_rows,24,
cell type report:
class,instances,area [µm²],area share
clock inverter,1,30.0,0.0161
tap,52,65.1,0.0348
clock buffer,3,41.3,0.0221
inverter,5,18.8,0.0100
timing repair buffer,33,330,0.177
multi-input combinational,117,823,0.440
sequential,24,561,0.300
synthesized netlist by cell type, drive strengths merged:
cell	number	area share
fa	1	0.014
nand2	12	0.033
nand2b	1	0.0044
dfxtp	16	0.22
inv	5	0.013
o21ai	15	0.052
nand4	1	0.0087
buf	2	0.0087
a311oi	2	0.012
o2111ai	2	0.012
mux2i	4	0.028
a211oi	8	0.045
a31oi	1	0.0044
edfxtp	8	0.17
nor3	2	0.015
mux2	7	0.055
a22oi	1	0.0052
a31o	1	0.0061
and2	1	0.0044
nor3b	3	0.016
o22ai	2	0.0087
a21o	1	0.0052
a21oi	11	0.038
clkbuf	5	0.013
xor2	8	0.049
o221ai	1	0.0061
nor4b	1	0.0061
nor4	4	0.017
o211ai	1	0.0052
a211o	1	0.0070
ha	7	0.061
nor2b	1	0.0044
xnor2	1	0.0061
or3	1	0.0044
nor2	15	0.039
state kept, by name (all words and copies together), names as in the netlist:
register,flops
Cmul,16
Bmul,8
layer usage:
layer,GRT usage,up-vias
met5,0,-
met4,0.0222,0
met3,0.0173,6
met2,0.225,40
met1,0.221,573
li1,-,636
critical path: stages:
cell and delay, ps:
clkdlybuf4s50_1 460, ha_1 180, inv_1 60, fa_1 390, nand2b_1 190, a211oi_2 350, o21ai_0 170, xor2_1 160
a21oi_1 150
final timing paths:
| kind | startpoint | to | cells past startpoint |
|---|---|---|---|
| max | A[1] | Cmul[13] | 9 |
| min | Cmul[2] | Cmul[2] | 2 |
| max reg2reg | Bmul[7] | Cmul[15] | 5 |
| min reg2reg | Cmul[2] | Cmul[2] | 2 |
kinds of logic after synthesis:
logic type / Yosys count
AOI/OAI and AO/OA: 47
and+or+nand+nor: 42
DFF: 24
buffers and inverters: 12
muxes: 11
xor gates and xnor gates: 9
adders and majority gates: 8
power by group through the flow:
stage	combinational [W]	clock [W]	sequential, W
after CTS	0.000184	0.000234	0.000325
after global routing	0.000206	0.000244	0.000330
final	0.000184	0.000226	0.000324
through the flow:
stage                     total power, W  cells  worst slack (ps)
after floorplan                 0.000439    153              1550
after global placement          0.000512    231               895
after detailed placement        0.000513    231               856
after CTS                       0.000742    235              1120
after global routing            0.000780    235               940
final                           0.000734    235              1110
Power and IR drop assume default switching activity.
