`config.mk`:
```
export PLATFORM = sky130hd
export DESIGN_NAME = MorseDecoder
export DESIGN_NICKNAME = MorseDecoder
export VERILOG_FILES = /design/flow/design.v
export SDC_FILE = /design/flow/constraint.sdc
export NUM_CORES = 4
export LEC_CHECK = 1
export CORE_UTILIZATION = 30
```
`constraint.sdc`:
```
current_design MorseDecoder

set clk_period 14.9
set clk_io_pct 0.2

create_clock -name clk0 -period $clk_period [get_ports {clk}]

set non_clock_inputs [all_inputs -no_clocks]
set_input_delay [expr $clk_period * $clk_io_pct] -clock clk0 $non_clock_inputs
set_output_delay [expr $clk_period * $clk_io_pct] -clock clk0 [all_outputs]
```
`design.v`:
```
`timescale 1ns / 1ps
module MorseDecoder(
input clk,
input enable,
input  [79:0] in_bits,
output reg [34:0] out_text,
output valid
    );
reg [79:0] in=0;
reg [15:0] dec_reg=0;
reg finish=0;
wire A,B,C,D,E,F,G,H,I,J,K,L,M,N,O,P,Q,R,S,T,U,V,W,X,Y,Z ;
assign A = !dec_reg[12] && !dec_reg[11] && !dec_reg[10] && !dec_reg[9] && !dec_reg[8] && !dec_reg[7] && !dec_reg[6] && !dec_reg[5] && dec_reg[4] && !dec_reg[3] && dec_reg[2] && dec_reg[1] && !dec_reg[15] && !dec_reg[14] && !dec_reg[13] && dec_reg[0] ;
assign B = !dec_reg[12] && !dec_reg[11] && !dec_reg[10] && !dec_reg[9] && dec_reg[8] && dec_reg[7] && dec_reg[6] && !dec_reg[5] && dec_reg[4] && !dec_reg[3] && dec_reg[2] && !dec_reg[1]&& !dec_reg[15] && !dec_reg[14] && !dec_reg[13] && dec_reg[0] ;
assign C = !dec_reg[12] && !dec_reg[11] && dec_reg[10] && dec_reg[9] && dec_reg[8] && !dec_reg[7] && dec_reg[6] && !dec_reg[5] && dec_reg[4] && dec_reg[3] && dec_reg[2] && !dec_reg[1] && !dec_reg[15] && !dec_reg[14] && !dec_reg[13] && dec_reg[0];
assign D = !dec_reg[12] && !dec_reg[11] && !dec_reg[10] && !dec_reg[9] && !dec_reg[8] && !dec_reg[7] && dec_reg[6] && dec_reg[5] && dec_reg[4] && !dec_reg[3] && !dec_reg[2] && dec_reg[1] && !dec_reg[15] && !dec_reg[14] && !dec_reg[13] && dec_reg[0];
assign E = !dec_reg[12] && !dec_reg[11] && !dec_reg[10] && !dec_reg[9] && !dec_reg[8] && !dec_reg[7] && !dec_reg[6] && !dec_reg[5] && !dec_reg[4] && !dec_reg[3] && !dec_reg[2] && !dec_reg[1] && !dec_reg[15] && !dec_reg[14] && !dec_reg[13] && dec_reg[0];
assign F = !dec_reg[12] && !dec_reg[11] && !dec_reg[10] && !dec_reg[9] && dec_reg[8] && !dec_reg[7] && dec_reg[6] && !dec_reg[5] && dec_reg[4] && dec_reg[3] && dec_reg[2] && !dec_reg[1] && !dec_reg[15] && !dec_reg[14] && !dec_reg[13] && dec_reg[0];
assign G = !dec_reg[12] && !dec_reg[11] && !dec_reg[10] && !dec_reg[9] && dec_reg[8] && dec_reg[7] && dec_reg[6] && !dec_reg[5] && dec_reg[4] && dec_reg[3] && dec_reg[2] && !dec_reg[1] && !dec_reg[15] && !dec_reg[14] && !dec_reg[13] && dec_reg[0];
assign H = !dec_reg[12] && !dec_reg[11] && !dec_reg[10] && !dec_reg[9] && !dec_reg[8] && !dec_reg[7] && dec_reg[6] && !dec_reg[5] && dec_reg[4] && !dec_reg[3] && dec_reg[2] && !dec_reg[1] && !dec_reg[15] && !dec_reg[14] && !dec_reg[13] && dec_reg[0];
assign I =!dec_reg[12] && !dec_reg[11] && !dec_reg[10] && !dec_reg[9] && !dec_reg[8] && !dec_reg[7] && !dec_reg[6] && !dec_reg[5] && !dec_reg[4] && !dec_reg[3] && dec_reg[2] && !dec_reg[1] && !dec_reg[15] && !dec_reg[14] && !dec_reg[13] && dec_reg[0];
assign J = dec_reg[12] && !dec_reg[11] && dec_reg[10] && dec_reg[9] && dec_reg[8] && !dec_reg[7] && dec_reg[6] && dec_reg[5] && dec_reg[4] && !dec_reg[3] && dec_reg[2] && dec_reg[1] && !dec_reg[15] && !dec_reg[14] && !dec_reg[13] && dec_reg[0];
assign K =!dec_reg[12] && !dec_reg[11] && !dec_reg[10] && !dec_reg[9] && dec_reg[8] && dec_reg[7] && dec_reg[6] && !dec_reg[5] && dec_reg[4] && !dec_reg[3] && dec_reg[2] && dec_reg[1] && !dec_reg[15] && !dec_reg[14] && !dec_reg[13] && dec_reg[0];
assign L = !dec_reg[12] && !dec_reg[11] && !dec_reg[10] && !dec_reg[9] && dec_reg[8] && !dec_reg[7] && dec_reg[6] && dec_reg[5] && dec_reg[4] && !dec_reg[3] && dec_reg[2] && !dec_reg[1] && !dec_reg[15] && !dec_reg[14] && !dec_reg[13] && dec_reg[0];
assign M = !dec_reg[12] && !dec_reg[11] && !dec_reg[10] && !dec_reg[9] && !dec_reg[8] && !dec_reg[7] && dec_reg[6] && dec_reg[5] && dec_reg[4] && !dec_reg[3] && dec_reg[2] && dec_reg[1] && !dec_reg[15] && !dec_reg[14] && !dec_reg[13] && dec_reg[0];
assign N = !dec_reg[12] && !dec_reg[11] && !dec_reg[10] && !dec_reg[9] && !dec_reg[8] && !dec_reg[7] && !dec_reg[6] && !dec_reg[5] && dec_reg[4] && dec_reg[3] && dec_reg[2] && !dec_reg[1] && !dec_reg[15] && !dec_reg[14] && !dec_reg[13] && dec_reg[0];
assign O = !dec_reg[12] && !dec_reg[11] && dec_reg[10] && dec_reg[9] && dec_reg[8] && !dec_reg[7] && dec_reg[6] && dec_reg[5] && dec_reg[4] && !dec_reg[3] && dec_reg[2] && dec_reg[1] && !dec_reg[15] && !dec_reg[14] && !dec_reg[13] && dec_reg[0];
assign P = !dec_reg[12] && !dec_reg[11] && dec_reg[10] && !dec_reg[9] && dec_reg[8] && dec_reg[7] && dec_reg[6] && !dec_reg[5] && dec_reg[4] && dec_reg[3] && dec_reg[2] && !dec_reg[1] && !dec_reg[15] && !dec_reg[14] && !dec_reg[13] && dec_reg[0];
assign Q = dec_reg[12] && dec_reg[11] && dec_reg[10] && !dec_reg[9] && dec_reg[8] && dec_reg[7] && dec_reg[6] && !dec_reg[5] && dec_reg[4] && !dec_reg[3] && dec_reg[2] && dec_reg[1] && !dec_reg[15] && !dec_reg[14] && !dec_reg[13] && dec_reg[0];
assign R = !dec_reg[12] && !dec_reg[11] && !dec_reg[10] && !dec_reg[9] && !dec_reg[8] && !dec_reg[7] && dec_reg[6] && !dec_reg[5] && dec_reg[4] && dec_reg[3] && dec_reg[2] && !dec_reg[1] && !dec_reg[15] && !dec_reg[14] && !dec_reg[13] && dec_reg[0];
assign S = !dec_reg[12] && !dec_reg[11] && !dec_reg[10] && !dec_reg[9] && !dec_reg[8] && !dec_reg[7] && !dec_reg[6] && !dec_reg[5] && dec_reg[4] && !dec_reg[3] && dec_reg[2] && !dec_reg[1] && !dec_reg[15] && !dec_reg[14] && !dec_reg[13] && dec_reg[0];
assign T = !dec_reg[12] && !dec_reg[11] && !dec_reg[10] && !dec_reg[9] && !dec_reg[8] && !dec_reg[7] && !dec_reg[6] && !dec_reg[5] && !dec_reg[4] && !dec_reg[3] && dec_reg[2] && dec_reg[1] && !dec_reg[15] && !dec_reg[14] && !dec_reg[13] && dec_reg[0];
assign U = !dec_reg[12] && !dec_reg[11] && !dec_reg[10] && !dec_reg[9] && !dec_reg[8] && !dec_reg[7] && dec_reg[6] && !dec_reg[5] && dec_reg[4] && !dec_reg[3] && dec_reg[2] && dec_reg[1] && !dec_reg[15] && !dec_reg[14] && !dec_reg[13] && dec_reg[0];
assign V = !dec_reg[12] && !dec_reg[11] && !dec_reg[10] && !dec_reg[9] && dec_reg[8] && !dec_reg[7] && dec_reg[6] && !dec_reg[5] && dec_reg[4] && !dec_reg[3] && dec_reg[2] && dec_reg[1] && !dec_reg[15] && !dec_reg[14] && !dec_reg[13] && dec_reg[0];
assign W = !dec_reg[12] && !dec_reg[11] && !dec_reg[10] && !dec_reg[9] && dec_reg[8] && !dec_reg[7] && dec_reg[6] && dec_reg[5] && dec_reg[4] && !dec_reg[3] && dec_reg[2] && dec_reg[1] && !dec_reg[15] && !dec_reg[14] && !dec_reg[13] && dec_reg[0];
assign X = !dec_reg[12] && !dec_reg[11] && dec_reg[10] && dec_reg[9] && dec_reg[8] && !dec_reg[7] && dec_reg[6] && !dec_reg[5] && dec_reg[4] && !dec_reg[3] && dec_reg[2] && dec_reg[1] && !dec_reg[15] && !dec_reg[14] && !dec_reg[13] && dec_reg[0];
assign Y = dec_reg[12] && dec_reg[11] && dec_reg[10] && !dec_reg[9] && dec_reg[8] && !dec_reg[7] && dec_reg[6] && dec_reg[5] && dec_reg[4] && !dec_reg[3] && dec_reg[2] && dec_reg[1] && !dec_reg[15] && !dec_reg[14] && !dec_reg[13] && dec_reg[0];
assign Z = !dec_reg[12] && !dec_reg[11] && dec_reg[10] && dec_reg[9] && dec_reg[8] && !dec_reg[7] && dec_reg[6] && dec_reg[5] && dec_reg[4] && !dec_reg[3] && dec_reg[2] && !dec_reg[1] && !dec_reg[15] && !dec_reg[14] && !dec_reg[13] && dec_reg[0];
assign  valid =finish;
	always@ (posedge clk)
		begin
			if(enable) 
				begin
					if(!valid && !in[79] && !in[78] && !in[77])
						begin
							out_text = out_text  << 7 ;
							out_text[6] = 1 ;
							out_text[5] = 0 ;
							out_text[4] = P || Q || R || S || T || U || V  ||W ||X || Y || Z ;
							out_text[3] = H || I || J || K || L || M || N || O || X || Y || Z ;
							out_text[2] = D || E || F || G ||L || M || N || O || T || U || V || W ;
							out_text[1] = B || C || F || G ||J || K || N || O  || R || S || V || W || Z ;
							out_text[0] = A || C || E ||G || I ||K || M || O || Q || S || U ||W || Y ;
							dec_reg =0;
							in = in << 3;
							if(in == 0)  
								finish = 1;
						end
					else if (!valid )  
						begin
							dec_reg = {dec_reg[14:0],in[79]};
							in = {in[78:0],1'b0};
							finish=0;
						end
				end
			 else 
				begin
					in = in_bits;
					finish=0;
				end
		end
endmodule
```
`run.sh`:
```
#!/bin/bash
# OpenROAD 26Q1-2900-gdf79404cd8, Yosys 0.63+post, stock flow scripts
make -C /OpenROAD-flow-scripts/flow DESIGN_CONFIG=/design/flow/config.mk WORK_HOME=/design/flow/orfs finish
```
==> impl_metrics.csv <==
group,metric,value,unit
sta,final_min_period_over_clock_period,30.14,%
logic_synthesis,edf_count,121,
power_and_ir_drop,net-switching-power,0.0002375,W
cts,clk-insertion-delay-late,0.42,ns
cts,clkSinkCount,122,
critical_path,critical_path.cell_chain,"clkdlybuf4s50_1",
logic_synthesis,yosys-top-cells-count,"121 x sky130_fd_sc_hd__edfxtp_1, 90 x sky130_fd_sc_hd__nor2_1, 85 x sky130_fd_sc_hd__a21oi_1",
critical_path,max_stage_delay,0.56,ns
critical_path,critical_path.top_delay_family,"flip-flops",
critical_path,crit_slowest_cell,"sky130_fd_sc_hd__dfxtp_1",
flow_run,number_of_maximum_capacitance_constraint_violations,0,
final_layout,max_ffs_per_register,80,
power_and_ir_drop,clock_power_share,42.9,%
route,routed-via-count,4511,
sta,finalSetupTns,0,ns
final_layout,final_cells,929,
critical_path,crit_fanout,5,
status,status,"finished, final reports clean",
cts,max-clock-path-buffers,2,
grt,grt_start_max_net_pins,85,
logic_synthesis,synth_area_leader_cell,"sky130_fd_sc_hd__edfxtp_1",
logic_synthesis,synthesis.area,6261,sq um
cts,clock_tree.root_cell,"sky130_fd_sc_hd__clkbuf_16",
placed_design,routabilityCongestion,0.8466,
sta,finalClockSkew,0.01057,ns
logic_synthesis,postSynth.asyncResetShare,0,%
sta,fin_crit,4.491,ns
grt,antenna_violations_before_repair,0,
power_and_ir_drop,combinationalPowerShare,9.5,%
logic_synthesis,synth.lib_cells_used.distinct,46,
critical_path,timing.setup.critical_path_class,"register to output pin",
cts,clkTransAtPathRegs,0.06,ns
route,drt-total-wl,14170,um
sta,drv_slew,0,
floorplan,fp.dieW,146.5,um
floorplan,io-pin-count,118,
cts,tritoncts,"yes",
critical_path,cp.required,11.92,ns
grt,final_global_route_overflow_total,0,
floorplan,fp_util,30.74,%
route,drt_pre_antenna_iters,5,
route,insertedDiodeCount,0,
logic_synthesis,synth.yosys.num_cells,554,
placed_design,numPlacedInstances,897,
power_and_ir_drop,p_leak,2.641,nW
final_layout,area_delta_synth_final,29.30,%
critical_path,cp_data_arrival_time,1.51,ns
sta,hold_violations_final,0,
logic_synthesis,post-synth-top-area-fraction,58.03,%
grt,grt_util_all_layers,13.97,%
route,final_antenna_net_count,0,
route,drt_iter0_markers,290,
power_and_ir_drop,p_int,0.0006810,W
sta,slew_headroom,47.68,%
sta,worstMarginPinSlew,0.7827,ns
flow_run,stage_log_warnings,25,
placed_design,dp_hpwl,9969,um
cts,cts_resized,0,
sta,rsz0062_at_grt,"false",
cts,cts-htree-levels,4,
logic_synthesis,postSynthRegisterBits,122,
route,route.detailed.vias_per_inst,4.856,
floorplan,core,20360,sq um
critical_path,start_kind,"register",
sta,fmax,0.2227,GHz
logic_synthesis,ys_warn_count,1,
cts,cts_hold_buf,0,
floorplan,placement_rows,52,
critical_path,cp_num_buf_inv,1,
cts,post_cts_buffers,0,
route,wl_per_cell,15.25,um
logic_synthesis,syn-mean-instance-area,11.30,sq um
power_and_ir_drop,power.share.sequential,47.5,%
floorplan,die_h,146.5,um
power_and_ir_drop,cellPowerDensity,113.5,nW/um^2
logic_synthesis,ys_dominant_reg_cell,"sky130_fd_sc_hd__edfxtp_1",
power_and_ir_drop,power.ir.vdd_worst,0.00006562,V
logic_synthesis,synth_top_cell_by_count,"sky130_fd_sc_hd__edfxtp_1",
final_layout,final_layout_size_suffix_gt1_share,7.436,%
floorplan,design.die.area,21450,sq um
grt,grt_pass1_wl,22690,um
route,remaining_drc_errors,0,
cts,total_clock_buffers_created_by_cts,17,
power_and_ir_drop,power_switching_share,25.86,%
grt,grt_pass1_vias,4387,
critical_path,endpoint_kind,"output pin",
sta,number_of_setup_violations_in_the_final_report,0,
logic_synthesis,synth.area.top_cells,"sky130_fd_sc_hd__edfxtp_1 58%, sky130_fd_sc_hd__mux2i_1 12%, sky130_fd_sc_hd__a21oi_1 6.8%, sky130_fd_sc_hd__nor2_1 5.4%, sky130_fd_sc_hd__nor4_1 2.2%",
logic_synthesis,yosys-stat-area,6261,sq um
hold_path,holdCritPathClass,"register to register",
logic_synthesis,seq_area_frac_synth,58.35,%
logic_synthesis,syn-instance-count,554,
placed_design,io_buffer_count,107,
[metal layers]
metal | GRT usage [%] | part of all wire [%] | vias to the layer above
met5 | 0 | 0 | -
met4 | 1.198 | 0.93 | 0
met3 | 5.605 | 9.2 | 9
met2 | 20.00 | 44 | 174
met1 | 21.76 | 46 | 2080
li1 | - | - | 2248
[worst paths after layout]
path	start	endpoint	slack, ns	cells after the start
worst min-delay path	out_text[0]	out_text[7]	0.45	0
worst max-delay path	finish	valid	10.41	1
worst max register to register	finish	out_text[15]	11.46	5
worst min register to register	out_text[0]	out_text[7]	0.45	0
[power by group through the flow]
stage	logic (W)	registers, W	clock network [W]
after CTS	0.0000885	0.000437	0.000402
after global routing	0.0000984	0.000441	0.000418
final	0.0000876	0.000437	0.000394
[placed cells by master (no fill, tap or decap), types with 2 or more instances in the layout]
cell type                         Yosys  routed
sky130_fd_sc_hd__nand2_1             20      19
sky130_fd_sc_hd__nor3_1               3       3
sky130_fd_sc_hd__mux2i_1             75      75
sky130_fd_sc_hd__inv_1                3       3
sky130_fd_sc_hd__clkdlybuf4s50_1      0     106
sky130_fd_sc_hd__or3_1                4       4
sky130_fd_sc_hd__inv_6                0       5
sky130_fd_sc_hd__a32o_1               2       2
sky130_fd_sc_hd__nand3_1              9       9
sky130_fd_sc_hd__conb_1               2      10
sky130_fd_sc_hd__or4_4                2       2
sky130_fd_sc_hd__or4_1                4       4
sky130_fd_sc_hd__nand3b_1             2       2
sky130_fd_sc_hd__or2_2                3       3
sky130_fd_sc_hd__nand4_1              5       5
sky130_fd_sc_hd__nor2_1              90      90
sky130_fd_sc_hd__and2_1               2       2
sky130_fd_sc_hd__clkbuf_16            0      17
sky130_fd_sc_hd__nor4_1              22      22
sky130_fd_sc_hd__a21oi_1             85      85
sky130_fd_sc_hd__o22ai_1              2       2
sky130_fd_sc_hd__xnor2_1              2       2
sky130_fd_sc_hd__inv_8                0       7
sky130_fd_sc_hd__nor2b_1             18      18
sky130_fd_sc_hd__nor4b_1              2       2
sky130_fd_sc_hd__xor2_1               2       2
sky130_fd_sc_hd__edfxtp_1           121     121
sky130_fd_sc_hd__o21ai_0              8       8
sky130_fd_sc_hd__buf_4               10       7
sky130_fd_sc_hd__a31oi_1              2       2
sky130_fd_sc_hd__clkinvlp_4           0       2
sky130_fd_sc_hd__nor4_4               1       2
[through the flow]
stage / utilization, % / setup WS (ns) / cell area (sq um) / power (W) / hold WS (ns)
after global routing: 39.75 / 10.32 / 8095 / 0.0009569 / 0.4650
final: 39.75 / 10.41 / 8095 / 0.0009185 / 0.4490
after detailed placement: 36.94 / 10.08 / 7523 / 0.0005318 / 0.4307
after global placement: 36.94 / 10.11 / 7523 / 0.0005305 / 0.4357
after CTS: 39.75 / 10.37 / 8095 / 0.0009276 / 0.4517
after floorplan: - / 8.944 / 6291 / 0.0004900 / 0.4003
[final cells by class]
type | instances | area (sq um)
Clock buffer | 17 | 425.4
Clock inverter | 15 | 146.4
Fill cell | 1904 | 12270
Inverter | 3 | 11.26
Multi-Input combinational cell | 389 | 2407
Sequential cell | 122 | 3654
Tap cell | 270 | 337.8
Timing Repair Buffer | 113 | 1114
[cell families (layout without fill, tap and decap cells)]
kind of cell | count (synthesis) | count (layout) | share of synthesized area (%)
mux | 75 | 75 | 11.99
flops | 122 | 122 | 58.35
other cells | 2 | 10 | 0.1199
buf+inv | 51 | 148 | 3.937
compound gates | 106 | 106 | 9.173
simple gates | 194 | 194 | 15.87
xor+xnor | 4 | 4 | 0.5597
Power and IR drop assume default switching activity.
