===== flow/config.mk =====
export PLATFORM = sky130hd
export DESIGN_NAME = lab2hong
export DESIGN_NICKNAME = lab2hong
export VERILOG_FILES = /design/flow/design.v
export SDC_FILE = /design/flow/constraint.sdc
export NUM_CORES = 4
export LEC_CHECK = 1
export CORE_UTILIZATION = 30

===== flow/constraint.sdc =====
current_design lab2hong

set clk_period 5.3
set clk_io_pct 0.2

create_clock -name clk0 -period $clk_period [get_ports {clk}]

set non_clock_inputs [all_inputs -no_clocks]
set_input_delay [expr $clk_period * $clk_io_pct] -clock clk0 $non_clock_inputs
set_output_delay [expr $clk_period * $clk_io_pct] -clock clk0 [all_outputs]

===== flow/design.v =====
`timescale 1ns / 1ps
module lab2hong(
    input clk,
    input reset,
    input btn_east,
    input btn_west,
    output  [7:0] led
    );
reg [22:0] counter;
reg signed [7:0] temp;
wire debounce;
assign led = temp;
always @(posedge clk,posedge reset)
begin 
	if(reset)
		counter <=0;
	else 
		counter<=counter+1;
end
assign debounce = &counter ; 
always @(posedge clk,posedge reset)
begin 
		if(reset)
			temp<=0;
		else if(debounce && btn_east)
			begin
			if(temp != -8)
			temp<=temp-1;
			else
			temp <= temp;
			end
		else if(debounce && btn_west)
			begin
			if(temp != 7)
			temp<=temp+1;
			else
			temp <= temp;
			end
end			
endmodule

===== flow/run.sh =====
#!/bin/bash
# OpenROAD 26Q1-2900-gdf79404cd8, Yosys 0.63+post, stock flow scripts
make -C /OpenROAD-flow-scripts/flow DESIGN_CONFIG=/design/flow/config.mk WORK_HOME=/design/flow/orfs finish

==> commit_impl_results.txt <==
Record implementation results from latest flow run

* Chip Area: 5380 µm²
- The average instance in the mapped netlist occupies 11.0 µm².
- The most critical setup path has its startpoint at btn_east.
- Sw frac: 20.0%
- For this run, the detailed router's first-pass iteration total came to 4.
- Worst Skew: 0.00623 ns
- The end-of-flow timing check tallies setup violations at 0.
- OpenROAD emitted warnings numbering 25.
* Cycle use final: 61.6%
- Number of top-level pins: 12
- Setup CP Type: input port to register
* Final hold vios: 0
- Post-CTS setup buffer count: 0
- Summed over all nets, the half-perimeter wirelength after detailed placement is 1650 µm.
- Largest delay contributor family on the critical path: simple AND/OR/NAND/NOR gates
- The placed instances occupy a cell area of 1720 µm².
- Per the detail_route report, routed wire per instance is 11.1 µm.
- In this run the number of H-tree levels came out at 2.
* Initial detailed-routing violation count: 27
* Distinct cell type count of the synthesized netlist: 31
* Worst ir drop on vdd: 114 µV
- Per the timing report, the achievable frequency comes out to 0.306 GHz.
- Mapped Area: 1530 µm²
* Post-DR vias/cell: 4.68
- Count of buffers inserted at the top-level ports: 11
- The initial antenna violation count is 0.
- CTS reports a maximum clock tree buffer depth of 2.
- Counting the warning lines in the Yosys log gives 1.
* Part of the power in combinational logic: 3.4%
- Drc violations: 0
- STA lists the maximum fanout along the critical path as 10.
* Worst-path cell with the longest stage delay: sky130_fd_sc_hd__or4_1
- After synthesis, the chip area reported by Yosys is 1530 µm².
- The congestion estimate from routability-driven global placement came to 0.800.
- Max-capacitance violation count: 0
- Total Wirelength: 2490 µm
* Crit start category: input port
* Sequential-to-total area share from yosys stat: 50.8%
- The die is 73.3 µm wide.
- CTS Hold Bufs: 0
* Cell internal power dissipation: 0.365 mW
- The registers of the reported paths see a clock transition of 0.07 ns.
* Worst endpoint required time: 5.47 ns
- Count of flip-flops with a built-in enable after synthesis: 0
- Hold crit path type: register to register
- The detail route stage leaves a number of antenna-violating nets equal to 0.
- In this run the core area contains 25 standard-cell rows.
- Root buffer cell: sky130_fd_sc_hd__clkbuf_8
- Worst flop-to-flop path startpoint: counter[0]$_DFF_PP0_
* Resized Gates After CTS: 0
- TritonCTS clock tree: yes
* Result of the run: finished clean
- Critical path buffers and inverters: 1
- The final route contains 1049 vias.
* Async set-or-reset flop fraction in the synthesized netlist: 100%
- Combined global-route utilization of all metal layers: 11.0%
- Setup repair after global routing left no endpoint under its margin.
* Final slew viol count: 0
- Summed over all failing endpoints, the final setup total negative slack is 0 ns.
* Die Span Y: 73.3 µm
- In this design, the critical path's most frequently occurring cell is sky130_fd_sc_hd__xnor2_1.
- Seq pwr share: 53.0%
- Relative to the synthesized area, the layout overhead comes to 19.2%.
- Number of buffers created by CTS: 5
- Global-route wire length before repair: 4570 µm
* Relative contribution of the clock network to total power: 43.6%
- Summed area of non-filler cells in the final layout: 1820 µm²
- STA classifies the critical path endpoint as a register.
* Latest clock arrival within the worst-skew pair: 0.28 ns
* Arrival @ worst endpoint: 3.43 ns
- Critical path's largest stage delay: 0.59 ns
- The share of the core area taken by cells at floorplan is 31.7%.
* Pin count of the biggest net entering global routing: 32
* Layout cell share with drive strength beyond 1: 12.1%
- Measured against its own limit, the worst slew margin works out to 55.9%.
- Count of instantiated cells in the yosys netlist: 139
- Diodes inserted: 0
* Post-synthesis register bit count: 31
- Sinks on the clock net: 31
* GRT overflow: 0
- Net switching power of the design: 0.0915 mW
* Dominant flop cell: sky130_fd_sc_hd__dfrtp_1
- The number of global-route vias before repair came to 1021.
- Leakage power: 0.769 nW
* Tmin final: 3.27 ns
- Core outline area: 4820 µm²
* Source of the worst hold timing path: counter[21]$_DFF_PP0_
* Crit-path cells: clkdlybuf4s50_1 > nand4_1 > or4_1 > xnor2_1 > ha_1 > nor3_1 > nand2_1 > nor2_1 > o21ai_2 > xnor2_1
- For the pin with the worst max-slew slack, the measured transition is 0.656 ns.
- Dividing total power by cell area gives a power density of 251 nW/µm².
* Post-synthesis cell count: 139
[cell type report]
class	count	area, µm²
Clock buffer	8	100
Fill cell	478	3000
Inverter	3	11.3
Multi-Input combinational cell	103	731
Sequential cell	31	776
Tap cell	67	83.8
Timing Repair Buffer	12	118
[path summary, 6_finish.rpt]
kind	cells after the start	end	slack [ns]
min	1	counter[21]$_DFF_PP0_	0.47
min in group asynchronous	3	temp[0]$_DFFE_PP0P_	1.16
max	10	temp[6]$_DFFE_PP0P_	2.03
max reg2reg	11	temp[6]$_DFFE_PP0P_	2.31
max in group asynchronous	3	counter[21]$_DFF_PP0_	3.86
min reg2reg	1	counter[21]$_DFF_PP0_	0.47
[cell usage after synthesis, types with 2 or more instances]
master                     instances  area (µm²)
sky130_fd_sc_hd__and4_1            2        17.5
sky130_fd_sc_hd__nand2_1          16        60.1
sky130_fd_sc_hd__nor4_1            2        12.5
sky130_fd_sc_hd__nor3_1            5        25.0
sky130_fd_sc_hd__ha_1              2        25.0
sky130_fd_sc_hd__xnor2_1          20         175
sky130_fd_sc_hd__nor3b_1           2        15.0
sky130_fd_sc_hd__or3_1             2        12.5
sky130_fd_sc_hd__nand4_1           5        31.3
sky130_fd_sc_hd__dfrtp_1          31         776
sky130_fd_sc_hd__o21ai_2           4        35.0
sky130_fd_sc_hd__nand2b_1          2        12.5
sky130_fd_sc_hd__nor2_1            9        33.8
sky130_fd_sc_hd__nand3_1           8        40.0
sky130_fd_sc_hd__xor2_1            9        78.8
sky130_fd_sc_hd__inv_1             3        11.3
sky130_fd_sc_hd__and4_4            2        22.5
sky130_fd_sc_hd__or4_1             2        15.0
[cell usage in the layout (no fill, tap or decap), drive strengths merged, types with 3 or more instances in the layout]
cell type | netlist | layout
and4 | 4 | 4
clkbuf | 1 | 8
clkdlybuf4s50 | 0 | 11
dfrtp | 31 | 31
inv | 3 | 3
nand2 | 16 | 16
nand3 | 8 | 8
nand4 | 6 | 6
nor2 | 9 | 9
nor3 | 5 | 5
nor4 | 3 | 3
o21ai | 4 | 4
or3 | 3 | 3
xnor2 | 20 | 20
xor2 | 9 | 9
[sequential cells by signal, summed over array words and instances, names as in the netlist]
name	count
temp	8
counter	23
[through the flow]
stage | instances | power (mW) | hold WS [ns] | util (%) | setup slack [ns]
floorplan | 139 | 0.253 | 0.439 | - | 2.61
global placement | 216 | 0.262 | 0.454 | 35.7 | 1.88
detailed placement | 216 | 0.262 | 0.460 | 35.7 | 1.83
CTS | 224 | 0.466 | 0.478 | 37.8 | 2.07
global route | 224 | 0.479 | 0.488 | 37.8 | 1.85
finish | 224 | 0.457 | 0.471 | 37.8 | 2.03
[power groups by stage]
| stage | combinational, mW | clock [mW] | sequential [mW] |
|---|---|---|---|
| final | 0.0155 | 0.199 | 0.242 |
| after global routing | 0.0179 | 0.219 | 0.242 |
| after CTS | 0.0161 | 0.208 | 0.242 |
[per-layer routing]
| layer | vias up | track usage, % | share of wire [%] |
|---|---|---|---|
| met5 | - | 0 | 0 |
| met4 | 0 | 1.71 | 1.3 |
| met3 | 4 | 2.50 | 4.5 |
| met2 | 19 | 16.5 | 44 |
| met1 | 510 | 17.2 | 50 |
| li1 | 516 | - | - |
[kinds of logic after synthesis]
group                    Yosys count  synth area share (%)
flip-flops                        31                  50.8
adder cells (fa/ha/maj)            2                  1.64
AND/OR/NAND/NOR                   65                  25.3
XOR/XNOR                          29                  16.6
multiplexers                       2                  1.64
AND-OR/OR-AND                      5                  2.62
buffers and inverters              5                  1.31
Power and IR drop assume default switching activity.
